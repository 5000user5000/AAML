==> ./design.v <==
module global_buffer_bram #(parameter ADDR_BITS=8, parameter DATA_BITS=8)(
  input                      clk,
  input                      rst_n,
  input                      ram_en,
  input                      wr_en,
  input      [ADDR_BITS-1:0] index,
  input      [DATA_BITS-1:0] data_in,
  output reg [DATA_BITS-1:0] data_out
  );
  parameter DEPTH = 2**ADDR_BITS;
  reg [DATA_BITS-1:0] gbuff [DEPTH-1:0];
  always @ (negedge clk) begin
    if (ram_en) begin
      if(wr_en) begin
        gbuff[index] <= data_in;
      end
      else begin
        data_out <= gbuff[index];
      end
    end
  end
endmodule
==> ./run.sh <==
#!/bin/bash
# OpenROAD 26Q1-2900-gdf79404cd8, Yosys 0.63+post, stock flow scripts
make -C /OpenROAD-flow-scripts/flow DESIGN_CONFIG=/design/flow/config.mk WORK_HOME=/design/flow/orfs finish
==> ./config.mk <==
export PLATFORM = sky130hd
export DESIGN_NAME = global_buffer_bram
export DESIGN_NICKNAME = global_buffer_bram
export VERILOG_FILES = /design/flow/design.v
export SDC_FILE = /design/flow/constraint.sdc
export NUM_CORES = 4
export LEC_CHECK = 1
export CORE_UTILIZATION = 40
==> ./constraint.sdc <==
current_design global_buffer_bram

set clk_period 15.0
set clk_io_pct 0.2

create_clock -name clk0 -period $clk_period [get_ports {clk}]

set non_clock_inputs [all_inputs -no_clocks]
set_input_delay [expr $clk_period * $clk_io_pct] -clock clk0 $non_clock_inputs
set_output_delay [expr $clk_period * $clk_io_pct] -clock clk0 [all_outputs]
==> flow_summary.ini <==
; implementation run metrics
[synthesis]
top_cells_by_area = edfxtp_1 79%, mux4_2 15%, a22oi_1 2.5%, nor2_1 1.3%, a21oi_1 0.82%
synth_area_per_cell_um2 = 22.2
synth_area_leader_cell = edfxtp_1
edf_count = 2056
ys_warn_count = 1
ys_top_cells_by_count = 2056 x edfxtp_1, 512 x mux4_2, 261 x nor2_1, 256 x a22oi_1, 145 x clkbuf_1
top_cell_area_share_pct = 78.8
ys_types = 20
ys.flop_type = edfxtp_1
async_flop_share_pct = 0
synth_seq_share_pct = 78.8
ys_cells = 3528
synth.most_common_cell = edfxtp_1
synth_flops = 2056
syn_inst = 3528
synth_chip_area_um2 = 78300
syn_area_um2 = 78300

[clock_network]
holdBufCountCts = 0
root_buffer = clkbuf_16
cts_tree = done
cts_sinks = 2056
clock_latency_ns = 0.80
cts_resized = 0
postCtsSetupBuffers = 0
cts_made_buffers = 206
clockBufferDepth = 3
clk_pin_slew_ns = 0.03
htreeDepth = 4

[worst_setup_path]
path_class = in2reg
crit_path_max_incr_delay_ns = 1.00
cp.required_ns = 8.01
cp-start-kind = input pin
critical_path_depth = 10
cp_max_fo = 48
r2r_cells = 6
worst-path-buf-inv = 5
crit_path_frequent_cell = buf_4
rr_startpoint = gbuff[95][7]
cp-end-kind = flop
critPathLaunch = index[0]
rrSetupSlack_ns = 11.91
worstSetupEndpoint = data_out[7]
crit_arrival_ns = 6.74
path_cells = buf_8 > buf_12 > buf_4 > buf_4 > mux4_2 > a22oi_1 > a21oi_1 > o41ai_1 > buf_4 > nand4_1
cp_slowest_cell = o41ai_1
r2r_end = data_out[7]
cp_top_family = buffers and inverters

[global_routing]
grt_max_degree = 131
grt_pass1_vias = 50352
overflow = 0
grt_antenna_before_repair = 1
grt_pass1_wl_um = 287000
grt_util_all_layers_pct = 22.1

[placed_design]
io_buffers = 26
dp_slack_ns = 0.355
place.gp.congestion = 0.852
dp_hpwl_um = 109000

[drt]
route.detailed.drc = 0
viasPerCell = 5.04
dr.pass1.iters = 7
drt_iter0_drc = 2584
drtAntennaViolNets = 0
wl_per_cell_um = 22.5
vias = 43586
wl_um = 194000

[floorplanning]
ios = 28
core_um2 = 195000
initial_core_util_pct = 40.2
die_h_um = 445
die-width_um = 445
chipArea_um2 = 198000
rows = 162

[worst_hold_path]
hold_class = reg2reg

[job]
warnings = 1037
cap_violations = 0

[sta]
hold_viol_final = 0
layout_setup_ws_ns = 1.27
fin_setup_tns_ns = 0
rsz0062_at_grt = false
fin_hold_ws_ns = 1.09
worst_slew_pin_slew_ns = 1.15
maxSlewHeadroom_pct = 22.3
skew_ns = 0.0447
drv_slew = 0
setup-violations-final = 0

[layout]
area_delta_synth_final_pct = 24.8
drive_above_1_share_pct = 18.7

[power_and_ir_drop]
power.leakage_nw = 38.5
ir_drop_mv = 0.104
power_density_nw_per_um2 = 144

[outcome]
status = completed
-- sequential cells by signal, summed over array words and instances, names as in the netlist --
name	cells
data_out	8
gbuff	2048
-- metrics by stage --
step                      power [mW]  instances  instance area, µm²  util, %
after detailed placement        7.78       6216               83300     42.8
after global routing            15.0       8643               97800     50.2
after CTS                       14.3       8643               97800     50.2
final                           14.0       8644               97800     50.2
after floorplan                 7.53       3528               78300        -
after global placement          7.78       6216               83300     42.8
-- power breakdown --
group          total [mW]  internal (mW)  switching, mW
Clock                7.15           3.66           3.48
Combinational       0.513          0.182          0.330
Sequential           6.39           6.38        0.00338
Total                14.0           10.2           3.82
-- worst min-delay path by stage --
stage	from	end	slack, ns	cells past startpoint
after global routing	gbuff[55][7]	data_out[7]	1.11	5
after CTS	gbuff[216][7]	data_out[7]	1.08	5
final	gbuff[54][7]	data_out[7]	1.09	5
-- cell families after synthesis --
group / after synthesis / synth area share [%]
AOI/OAI and AO/OA: 416 / 3.63
buffers and inverters: 226 / 1.24
DFF: 2056 / 78.8
muxes: 512 / 14.7
and+or+nand+nor: 318 / 1.60
-- cell type report --
class,count,area [µm²]
inverter,1,3.75
fill,15271,97000
clock buffer,208,5200
antenna,1,2.50
multi-input combinational,1246,15700
tap,2624,3280
sequential,2056,61700
clock inverter,2220,9290
timing repair buffer,288,2540
-- placed cells by master (no fill, tap or decap), drive strengths merged, types with 2 or more instances in the layout --
master / count
a21oi: 128
a22oi: 256
and2: 2
buf: 272
bufinv: 24
clkbuf: 208
clkdlybuf4s50: 16
clkinv: 13
clkinvlp: 54
edfxtp: 2056
inv: 2130
mux4: 512
nand2: 30
nand2b: 2
nand3: 5
nand4: 8
nor2: 261
nor2b: 7
nor3: 2
o41ai: 32
-- worst reg2reg max path: cells and delay by family, from the launching register on --
| kind | cells | cell delay (ns) |
|---|---|---|
| multiplexers | 1 | 0.52 |
| AND/OR/NAND/NOR | 1 | 0.09 |
| buffers and inverters | 1 | 0.27 |
| flip-flops | 1 | 0.34 |
| AND-OR/OR-AND | 3 | 1.58 |
-- per-layer routing --
metal	track usage [%]	part of all wire [%]	up-vias
li1	-	-	19693
met1	25.7	34	21322
met2	29.9	48	2252
met3	18.7	16	302
met4	8.52	2.3	17
met5	2.88	0.36	-
Power figures rest on the tool's default switching activity, not on a simulated workload.
