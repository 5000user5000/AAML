--- /design/flow/run.sh ---
#!/bin/bash
# OpenROAD 26Q1-2900-gdf79404cd8, Yosys 0.63+post, stock flow scripts
make -C /OpenROAD-flow-scripts/flow DESIGN_CONFIG=/design/flow/config.mk WORK_HOME=/design/flow/orfs finish
--- /design/flow/config.mk ---
export PLATFORM = sky130hd
export DESIGN_NAME = Cfu
export DESIGN_NICKNAME = Cfu
export VERILOG_FILES = /design/flow/design.v
export SDC_FILE = /design/flow/constraint.sdc
export NUM_CORES = 4
export LEC_CHECK = 1
export CORE_UTILIZATION = 30
--- /design/flow/constraint.sdc ---
current_design Cfu

set clk_period 19.6
set clk_io_pct 0.2

create_clock -name clk0 -period $clk_period [get_ports {clk}]

set non_clock_inputs [all_inputs -no_clocks]
set_input_delay [expr $clk_period * $clk_io_pct] -clock clk0 $non_clock_inputs
set_output_delay [expr $clk_period * $clk_io_pct] -clock clk0 [all_outputs]
--- /design/flow/design.v ---
module Cfu (
    input               cmd_valid,
    output              cmd_ready,
    input      [9:0]    cmd_payload_function_id,
    input      [31:0]   cmd_payload_inputs_0,
    input      [31:0]   cmd_payload_inputs_1,
    output reg          rsp_valid,
    input               rsp_ready,
    output reg [31:0]   rsp_payload_outputs_0,
    input               reset,
    input               clk
);
    wire signed [15:0] prod_0, prod_1, prod_2, prod_3;
    assign prod_0 = ($signed(cmd_payload_inputs_0[7:0])) * $signed(cmd_payload_inputs_1[7:0]);
    assign prod_1 = ($signed(cmd_payload_inputs_0[15:8])) * $signed(cmd_payload_inputs_1[15:8]);
    assign prod_2 = ($signed(cmd_payload_inputs_0[23:16])) * $signed(cmd_payload_inputs_1[23:16]);
    assign prod_3 = ($signed(cmd_payload_inputs_0[31:24])) * $signed(cmd_payload_inputs_1[31:24]);
    wire signed [31:0] sum_prods;
    assign sum_prods = prod_0 + prod_1 + prod_2 + prod_3;
    assign cmd_ready = ~rsp_valid;   
    always @(posedge clk) begin
        if (reset) begin
            rsp_payload_outputs_0 <= 32'b0;
            rsp_valid <= 1'b0;
        end else if (rsp_valid) begin
                rsp_valid <= ~rsp_ready;
            end else if (cmd_valid) begin
                    rsp_valid <= 1'b1;
                    rsp_payload_outputs_0 <= |cmd_payload_function_id[9:3]
                        ? 32'b0
                        : rsp_payload_outputs_0 + sum_prods;
                end
            end
endmodule
==> out/results.tsv <==
stage	metric	value	unit
status	outcome	completed	
floorplanning	fp-row-count	78	
cts	cts_tree	built	
detailed_routing	wl_met3	1.59	mm
cts	postCtsHoldBufs	0	
logic_synthesis	async_flop_share	0	%
detailed_routing	drc_errors	0	
sta	worst_pin_slew	0.646	ns
floorplanning	dieArea	0.0468	mm^2
logic_synthesis	flop_cell	dfxtp_1	
logic_synthesis	yosysSeqAreaShare	4.79	%
global_routing	grt_use_total	14.5	%
detailed_routing	first_pass_iters	5	
global_routing	grt_pass1_vias	10100	
cts	cts_made_buffers	5	
detailed_routing	met1Wirelength	13.0	mm
global_routing	grt_max_degree	30	
sta	period_used_share	66.7	%
detailed_routing	vias	9668	
setup_path	critical_path_buf_inv_count	9	
floorplanning	pin_count	112	
setup_path	crit_fanout	8	
global_routing	grt_pass1_wl	52.0	mm
sta	hold_ws	0.478	ns
logic_synthesis	ys_cells	1481	
floorplanning	die_w	216	um
logic_synthesis	synth-edff-count	0	
detailed_routing	routed.top_layer	met5	
detailed_routing	routed_wl	30.1	mm
cts	cts.sinks	33	
sta	setup_ws	6.53	ns
sta	slew_violations	0	
place	gp_congestion	0.871	
setup_path	crit_family	adder cells	
cts	clk_path_buf_depth	2	
cts	cts_resized	0	
global_routing	antenna_found_initial	1	
min_path	hold_path_class	reg -> reg	
logic_synthesis	ys_area	0.0138	mm^2
logic_synthesis	postSynthCellCount	1481	
global_routing	grt_overflow_total	0	
final_layout	final_cell_mix	389 x inv_1, 327 x fa_1, 139 x and2_1	
place	dpl_worst_slack	6.23	ns
sta	rsz0062_at_grt	no	
sta	finalHoldViolCount	0	
sta	fin_crit	13.07	ns
floorplanning	fp_util	30.4	%
final_layout	drive_gt1_share	1.57	%
setup_path	critical_path_class	in -> reg	
run	drv_cap	0	
setup_path	max_stage_delay	0.72	ns
cts	cts_setup_buffers	0	
detailed_routing	vias_per_cell	4.41	
cts	htreeDepth	2	
floorplanning	core	0.0454	mm^2
setup_path	critPathArrivalTime	13.27	ns
setup_path	cp-start-kind	input port	
cts	clk_latency	0.28	ns
setup_path	crit_path_top_delay_cell	clkdlybuf4s50_1	
detailed_routing	drt_iter0_drc	438	
detailed_routing	wl_met2	15.2	mm
sta	fin_setup_tns	0	ns
sta	finalSetupViolCount	0	
place	io_buffers	108	
logic_synthesis	synth_cell_types	58	
cts	cts.clk_slew.worst_paths	0.06	ns
setup_path	cp.required	19.80	ns
sta	clock_skew	0.00776	ns
cts	root_buffer	clkbuf_16	
sta	relSlewSlack	56.7	%
sta	fmaxAchievable	0.0765	GHz
final_layout	area_growth	14.5	%
run	warnings	31	
detailed_routing	wl_per_cell	13.7	um
place	hpwl	27.2	mm
logic_synthesis	syn_avg_cell_area	9.32	um^2
floorplanning	die_h	216	um
detailed_routing	drtAntennaViolNets	0	
setup_path	endpoint_kind	register	
logic_synthesis	synth_area	0.0138	mm^2
detailed_routing	antennaDiodeCount	0	
logic_synthesis	ys.flops	33	
logic_synthesis	ys.warnings.count	1	
final_layout	final_common_cell	inv_1	
-- routing by layer --
layer	up-vias	track usage, %
li1	4677	-
met1	4772	21.2
met2	200	23.7
met3	17	3.18
met4	2	1.10
met5	-	0
-- cells in the mapped netlist, types with 3 or more instances --
| library cell | number | area share [%] |
|---|---|---|
| fa_1 | 327 | 47 |
| nor2_1 | 44 | 1.2 |
| a21o_1 | 20 | 1.1 |
| nand2_1 | 132 | 3.6 |
| nand3_1 | 8 | 0.29 |
| xor2_1 | 15 | 0.95 |
| a211oi_1 | 3 | 0.16 |
| ha_1 | 133 | 12 |
| xnor2_1 | 25 | 1.6 |
| clkbuf_1 | 9 | 0.24 |
| o211ai_1 | 6 | 0.33 |
| a31oi_1 | 5 | 0.23 |
| a21oi_2 | 3 | 0.19 |
| a211o_1 | 3 | 0.19 |
| inv_1 | 389 | 11 |
| nand2b_1 | 17 | 0.77 |
| or3_1 | 6 | 0.27 |
| and2_1 | 139 | 6.3 |
| nor2b_1 | 14 | 0.63 |
| a22oi_1 | 15 | 0.82 |
| o21a_1 | 7 | 0.38 |
| o21ai_0 | 21 | 0.76 |
| dfxtp_1 | 33 | 4.8 |
| nand4_1 | 5 | 0.23 |
| nor3_1 | 8 | 0.29 |
| a32oi_1 | 3 | 0.19 |
| a21boi_1 | 4 | 0.22 |
| a21oi_1 | 42 | 1.5 |
| and3_1 | 8 | 0.36 |
| o31ai_1 | 5 | 0.27 |
-- state kept, by name (all words and copies together), names as in the netlist --
register               count
rsp_payload_outputs_0     32
rsp_valid                  1
-- layout make-up --
cell class	instances	area, um^2
inverter	389	1460
sequential	33	661
fill	4535	29600
clock buffer	6	139
multi-input combinational	1049	11600
timing repair buffer	112	1110
tap	600	751
clock inverter	2	37.5
-- stage by stage --
| stage | utilization (%) | instances | instance area, um^2 |
|---|---|---|---|
| floorplan | - | 1481 | 13800 |
| global placement | 34.4 | 2183 | 15600 |
| detailed placement | 34.4 | 2183 | 15600 |
| CTS | 34.8 | 2191 | 15800 |
| global route | 34.8 | 2191 | 15800 |
| finish | 34.8 | 2191 | 15800 |
-- worst register-to-register path, stage by stage, from the launching register on --
cell	delay, ns
dfxtp_1	0.36
ha_1	0.21
inv_1	0.07
fa_1	0.42
nor2b_1	0.17
o31a_1	0.21
o311a_1	0.22
nand4_1	0.21
a211o_1	0.38
a21oi_1	0.26
o211ai_1	0.16
and3b_1	0.20
o31ai_1	0.20
-- cells by family (layout without fill, tap and decap cells) --
kind of cell               count (synthesis)  after routing  share of synthesized area (%)
adders and majority gates                460            460                           59.5
buffers and inverters                    399            509                           10.9
and+or+nand+nor                          392            392                           14.6
AOI/OAI and AO/OA                        155            155                           7.48
xor gates and xnor gates                  41             41                           2.66
DFF                                       33             33                           4.79
muxes                                      1              1                         0.0816
-- path summary, 6_finish.rpt --
kind / startpoint / end / slack (ns) / depth (start not counted)
worst max register to register: rsp_payload_outputs_0[0] / rsp_payload_outputs_0[30] / 16.45 / 12
worst min-delay path: rsp_payload_outputs_0[18] / rsp_payload_outputs_0[18] / 0.48 / 2
worst max-delay path: cmd_payload_inputs_1[2] / rsp_payload_outputs_0[30] / 6.53 / 37
worst min register to register: rsp_payload_outputs_0[18] / rsp_payload_outputs_0[18] / 0.48 / 2
