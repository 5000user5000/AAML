--- ./run.sh ---
#!/bin/bash
# OpenROAD 26Q1-2900-gdf79404cd8, Yosys 0.63+post, stock flow scripts
make -C /OpenROAD-flow-scripts/flow DESIGN_CONFIG=/design/flow/config.mk WORK_HOME=/design/flow/orfs finish
--- ./config.mk ---
export PLATFORM = sky130hd
export DESIGN_NAME = PE
export DESIGN_NICKNAME = PE
export VERILOG_FILES = /design/flow/design.v
export SDC_FILE = /design/flow/constraint.sdc
export NUM_CORES = 4
export LEC_CHECK = 1
export CORE_UTILIZATION = 50
--- ./constraint.sdc ---
current_design PE

set clk_period 8.1
set clk_io_pct 0.2

create_clock -name clk0 -period $clk_period [get_ports {clk}]

set non_clock_inputs [all_inputs -no_clocks]
set_input_delay [expr $clk_period * $clk_io_pct] -clock clk0 $non_clock_inputs
set_output_delay [expr $clk_period * $clk_io_pct] -clock clk0 [all_outputs]
--- ./design.v ---
module PE(
    clk, 
    rst, 
    in_north, 
    in_west, 
    out_south, 
    out_east, 
    result
);
    input [7:0] in_north, in_west;
    output reg [7:0] out_south, out_east;
    input clk, rst;
    output reg [31:0] result;
    wire [15:0] product;
    assign product = in_north * in_west;
    always @(posedge clk or posedge rst) begin
        if (rst) begin
            result <= 32'b0;
            out_east <= 8'b0;
            out_south <= 8'b0;
        end
        else begin
            result <= result + product;
            out_east <= in_west;    
            out_south <= in_north;  
        end
    end
endmodule
==> flow_summary.yaml <==
# implementation run metrics
floorplan:
  die_y_um: 94.2
  coreArea_um2: 8220
  die-width_um: 94.2
  io_pins: 66
  rows: 33
  die_area_um2: 8870
  fp_util: 0.517
drt:
  first_pass_iters: 4
  drt_iter0_drc: 79
  num_vias: 2963
  drcViolationCount: 0
  avgRoutedWirePerCell_um: 13.8
  num_antenna_cells: 0
  wirelength_um: 8350
  antenna_left: 0
  post_drt_via_cell_ratio: 4.89
logic_synthesis:
  ys_sh_simple: 0.142
  avgSynthCellArea_um2: 9.92
  synth-seq-cells: 48
  syn_area_um2: 4250
  yosys.area.top_type: "dfrtp_1"
  ys_seq_frac: 0.283
  ys_sh_adder: 0.357
  ys_sh_xor: 0.0516
  mux_share: 0
  yosysUniqueCellTypes: 35
  ys_cells: 428
  ys_warn_count: 1
  yosys_area_um2: 4250
  netlist_instances: 428
  ys_top_logic_family: "adder cells"
  synth_top_area_share: 0.283
  top_cells_by_area: "dfrtp_1 28%, fa_1 24%, ha_1 12%"
  synthAoiAreaFrac: 0.0810
clocking:
  path_clk_slew_ns: 0.09
  clock_latency_ns: 0.31
  cts_resized: 0
  numClockSinks: 48
  h-tree-depth: 2
  ctsHoldBuffers: 0
  tritoncts: "done"
  numCtsBuffers: 5
  root_buffer: "clkbuf_8"
  cts_buffer_depth: 2
  postCtsSetupBuffers: 0
cells_and_area:
  post-route-util: 0.629
  n_fill_cell: 672
  comb_area_um2: 2680
  flop_area_um2: 1200
  drive_gt1_frac: 0.0359
  area_growth_pct: 21.7
  finalInstanceArea_um2: 5170
grt:
  grtUsageMet2: 0.317
  grt_overflow: 0
  grt_pass1_wl_um: 14700
  grtUsageMet1: 0.408
  grt.total_usage: 0.228
  grt_pass1_vias: 2993
  grt_max_degree: 49
  antenna_found_initial: 0
  grtUsageMet3: 0.0469
  grt_busiest_layer: "met1"
placed_design:
  port_buffers: 65
  place_ws_ns: 1.66
  gp_congestion: 0.895
  post_dp_cell_area_um2: 5030
  hpwl_um: 6800
timing:
  setup_slack_ns: 1.97
  finalHoldViolCount: 0
  rsz0062_at_grt: "false"
  slew_violations: 0
  hold_slack_ns: 0.470
  fin_crit_sh: 0.756
  finClkSkew_ns: 0.00865
  finalSetupTns_ns: 0
  slew_headroom: 0.530
  min_period_ns: 6.13
  worst_pin_slew_ns: 0.697
  clock.fmax_mhz: 163
  finalSetupViolCount: 0
min_path:
  worstHoldStart: "result[31]$_DFF_PP0_"
  hp-class: "reg -> reg"
worst_setup_path:
  cp.required_ns: 8.33
  r2r-start: "result[7]$_DFF_PP0_"
  crit_path_start: "in_west[4]"
  critPathKind: "in -> reg"
  endpoint_kind: "register"
  cp-start-kind: "primary input"
  cp.arrival_ns: 6.36
  cp_max_fo: 9
job:
  warnings: 26
  cap_viol_max_count: 0
power_and_ir_drop:
  power_density_nw_per_um2: 430
  leakage_nw: 2.61
  vdd_ir_drop_max_mv: 0.430
run_status:
  outcome: "complete, no violations"
## cell type report
class | instances | area share
clock buffers | 5 | 0.0133
clock inverters | 3 | 0.0133
inverters | 96 | 0.0697
multi-input cells | 283 | 0.519
flip-flops and latches | 48 | 0.232
well taps | 105 | 0.0254
repair buffers | 66 | 0.127
## synthesized netlist by cell type (all sizes together)
master	count
a21boi	2
o21ai	8
nand4	4
a21oi	19
and2	39
nand3b	1
ha	41
dfrtp	48
o21a	3
nor3	2
xnor2	15
o21bai	1
xor2	10
a31oi	3
clkbuf	1
nand3	5
a21o	5
fa	50
and3	8
inv	96
o211ai	4
or4	1
nand2b	2
o2111ai	2
nand2	44
a2111oi	1
a31o	1
nor2	10
nor2b	2
## placed cells by master (no fill, tap or decap), types with 6 or more instances in the layout
cell type / synthesis / routed
xor2_1: 10 / 10
ha_1: 41 / 41
clkdlybuf4s50_1: 0 / 65
and2_1: 39 / 39
xnor2_1: 15 / 15
nor2_1: 10 / 10
dfrtp_1: 48 / 48
and3_1: 7 / 7
o21ai_0: 6 / 6
inv_1: 96 / 95
fa_1: 50 / 50
nand2_1: 44 / 44
a21oi_1: 18 / 18
## flip-flops by register name (all words and copies together), names as in the netlist
| name | count |
|---|---|
| result | 32 |
| out_east | 8 |
| out_south | 8 |
## routing by layer
metal | vias to the layer above | wire length [um]
met5 | - | 0
met1 | 1421 | 4320
met3 | 5 | 455
met2 | 64 | 3510
li1 | 1473 | -
met4 | 0 | 68
## metrics by stage
stage / total power [mW] / instances
6_report: 2.22 / 606
5_1_grt: 2.50 / 606
4_1_cts: 2.24 / 606
3_5_place_dp: 2.01 / 598
3_3_place_gp: 2.01 / 598
2_1_floorplan: 1.60 / 428
## cell families after synthesis
family | after synthesis
flops | 48
buf+inv | 97
compound gates | 49
fa+ha+maj | 91
xor+xnor | 25
simple gates | 118
## final timing paths
path	end	slack (ns)	cells after the start
max	result[24]$_DFF_PP0_	1.97	15
min	result[31]$_DFF_PP0_	0.47	1
max in group asynchronous	result[30]$_DFF_PP0_	5.89	3
min in group asynchronous	out_east[5]$_DFF_PP0_	1.79	3
max reg2reg	result[24]$_DFF_PP0_	3.77	13
min reg2reg	result[31]$_DFF_PP0_	0.47	1
## worst max-delay path, stage by stage
cell,delay [ns]
clkdlybuf4s50_1,0.60
and2_1,0.26
fa_1,0.53
inv_1,0.04
fa_1,0.50
fa_1,0.53
fa_1,0.55
inv_1,0.04
ha_1,0.36
a21o_1,0.22
a31o_2,0.24
o21ai_2,0.23
nand3_1,0.30
nand4_1,0.21
xnor2_1,0.13
## where the power goes
part | internal [mW] | leakage [nW] | switching [mW] | total [mW]
Clock | 0.124 | 0.0687 | 0.0875 | 0.212
Combinational | 0.753 | 1.96 | 0.884 | 1.64
Sequential | 0.326 | 0.585 | 0.0479 | 0.374
Total | 1.20 | 2.61 | 1.02 | 2.22
No activity file was given, so power comes from the tool's default toggle rates.
